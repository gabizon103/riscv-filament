`./design.v`:
```
module mux16to1 #(
  parameter WIDTH = 32
) (
  input wire logic [3:0]       sel,
  input wire logic [WIDTH-1:0] in0,
  input wire logic [WIDTH-1:0] in1,
  input wire logic [WIDTH-1:0] in2,
  input wire logic [WIDTH-1:0] in3,
  input wire logic [WIDTH-1:0] in4,
  input wire logic [WIDTH-1:0] in5,
  input wire logic [WIDTH-1:0] in6,
  input wire logic [WIDTH-1:0] in7,
  input wire logic [WIDTH-1:0] in8,
  input wire logic [WIDTH-1:0] in9,
  input wire logic [WIDTH-1:0] in10,
  input wire logic [WIDTH-1:0] in11,
  input wire logic [WIDTH-1:0] in12,
  input wire logic [WIDTH-1:0] in13,
  input wire logic [WIDTH-1:0] in14,
  input wire logic [WIDTH-1:0] in15,
  output reg [WIDTH-1:0] out
);
  always @(*) begin
    case(sel)
      4'd0: out = in0;
      4'd1: out = in1;
      4'd2: out = in2;
      4'd3: out = in3;
      4'd4: out = in4;
      4'd5: out = in5;
      4'd6: out = in6;
      4'd7: out = in7;
      4'd8: out = in8;
      4'd9: out = in9;
      4'd10: out = in10;
      4'd11: out = in11;
      4'd12: out = in12;
      4'd13: out = in13;
      4'd14: out = in14;
      4'd15: out = in15;
      default: out = in0;
    endcase
  end
endmodule
module mux8to1 #(
  parameter WIDTH = 32
) (
  input wire logic [2:0]       sel,
  input wire logic [WIDTH-1:0] in0,
  input wire logic [WIDTH-1:0] in1,
  input wire logic [WIDTH-1:0] in2,
  input wire logic [WIDTH-1:0] in3,
  input wire logic [WIDTH-1:0] in4,
  input wire logic [WIDTH-1:0] in5,
  input wire logic [WIDTH-1:0] in6,
  input wire logic [WIDTH-1:0] in7,
  output reg [WIDTH-1:0] out
);
  always @(*) begin 
    case(sel) 
      3'd0: out = in0;
      3'd1: out = in1;
      3'd2: out = in2;
      3'd3: out = in3;
      3'd4: out = in4;
      3'd5: out = in5;
      3'd6: out = in6;
      3'd7: out = in7;
    endcase
  end
endmodule
module onehotmux #(
  parameter WIDTH = 32
) (
  input wire logic [5:0] sel,
  input wire logic [WIDTH-1:0] in0,
  input wire logic [WIDTH-1:0] in1,
  input wire logic [WIDTH-1:0] in2,
  input wire logic [WIDTH-1:0] in3,
  input wire logic [WIDTH-1:0] in4,
  input wire logic [WIDTH-1:0] in5,
  output reg [WIDTH-1:0] out
);
  always @(*) begin
    case(sel)
      6'b000001: out = in0;
      6'b000010: out = in1;
      6'b000100: out = in2;
      6'b001000: out = in3;
      6'b010000: out = in4;
      6'b100000: out = in5;
      default: out = in0;
    endcase
  end
endmodule
module isrtype (
  input wire logic [6:0] opcode,
  input wire logic [9:0] funct,
  output wire logic out
);
  assign out = (opcode == 7'b0110011) | 
  ((opcode == 0010011) & (funct[2:0] == 3'd1 | funct[2:0] == 3'd5));
endmodule
module regfile (
  input wire clk,
  input wire reset,
  input wire logic ld,
  input wire logic [4:0] r_in1,
  input wire logic [4:0] r_in2,
  input wire logic [31:0] data_in,
  input wire logic [4:0] r_dest,
  output reg [31:0] rs1,
  output reg [31:0] rs2
);
  reg [31:0] rf [31:0];
  integer i;
  assign rs1 = rf[r_in1];
  assign rs2 = rf[r_in2];
  always_ff @(posedge clk) begin 
    if (reset) begin 
      for(i = 0; i < 32; i = i+1)
        rf[i] <= 32'd0;
    end else if (ld) begin
      rf[r_dest] <= data_in;
    end else begin
    end
  end
endmodule
```
`./run.sh`:
```
#!/bin/bash
# OpenROAD 26Q1-2900-gdf79404cd8, Yosys 0.63+post, stock flow scripts
make -C /OpenROAD-flow-scripts/flow DESIGN_CONFIG=/design/flow/config.mk WORK_HOME=/design/flow/orfs finish
```
`./config.mk`:
```
export PLATFORM = sky130hd
export DESIGN_NAME = mux8to1
export DESIGN_NICKNAME = mux8to1
export VERILOG_FILES = /design/flow/design.v
export SDC_FILE = /design/flow/constraint.sdc
export NUM_CORES = 4
export LEC_CHECK = 1
export CORE_AREA = 10 10 120 120
export DIE_AREA = 0 0 130 130
```
`./constraint.sdc`:
```
current_design mux8to1

set clk_period 7.7
set clk_io_pct 0.2

create_clock -name clk0 -period $clk_period

set non_clock_inputs [all_inputs -no_clocks]
set_input_delay [expr $clk_period * $clk_io_pct] -clock clk0 $non_clock_inputs
set_output_delay [expr $clk_period * $clk_io_pct] -clock clk0 [all_outputs]
```
==> datasheet_impl.txt <==
Implementation parameters

Parameter                              Value

Timing
  Slew @ Worst Pin    0.8278 ns
  Final setup vio count    0
  Total Neg Setup Slack    0 ns
  Headroom to the max-slew limit    44.68%
  Hold slack final    3.951 ns
  Fin crit period    roughly 5.7 ns
  Unrepaired setup endpoints after global routing    false
  Max-slew violations    0
  Smallest setup slack after layout    2.017 ns
  Final Hold Viols    0
  Maximum operating frequency    0.1760 GHz
  Final worst-path cycle share    73.81%

Floorplanning
  Height of the die    130 um
  Die Footprint    16900 um^2
  Initial Utilization    a little under a fifth
  Area of the core    approximately 12000 um^2
  I/O pin total    291
  Row cnt    about 40
  Die outline width    130 um

Setup path
  CP bufs+invs    4
  Slowest cell on crit path    sky130_fd_sc_hd__and3b_1
  Critical path cell sequence    buf_2 > buf_4 > and3b_1 > buf_4 > a22oi_1 > a31oi_1 > clkdlybuf4s50_1
  Worst path top cell family by delay    buffers and inverters
  Required time of the worst setup path    6.16 ns
  Arrival time at the worst endpoint    4.14 ns
  Biggest cell delay along the critical path    0.56 ns
  Library cell appearing most often on the critical path    sky130_fd_sc_hd__buf_4
  CP Class    input pin to output pin
  Nature of the critical path startpoint    input pin
  Worst Setup End Kind    output pin
  Peak fanout along the critical path    39

Routing
  Pre-antenna DRT Iters    4
  Count of antenna diodes in the layout    0
  Routed wire length    around 14000 um
  Count of nets left with antenna violations after detail routing    0
  Wire length per cell    just over 20 um
  Routed via count    approximately 3400
  Via density per instance    4.837
  DRC Markers    0
  Initial detailed-routing violation count    between 200 and 250

Flow run
  Number of warnings in the stage logs    32
  Number of maximum-capacitance constraint violations    0

Power
  Leak Pwr    approximately 1.8 nW
  Switching Power    just under 0.08 mW
  Maximum VDD drop    0.02237 mV
  Combinational cell fraction of total power    100.0%
  Total design power    0.2794 mW
  Pwr per Cell Area    54.23 nW/um^2
  Cell internal pwr    0.1999 mW
  Part of the power in registers    0%
  Switching share of power    28.44%
  Part of the power in the clock network    0%

Layout
  Layout cell share with drive strength beyond 1    roughly an eighth
  Layout Utilization    43.25%
  Top cell excl fill/tap    sky130_fd_sc_hd__clkdlybuf4s50_1
  Flop area    0 um^2
  Total of fill cells in the finished design    1204
  Clock tree buffer count of the final layout    0
  Seq Cell Count    0
  Post-route non-filler standard cell count    approximately 700
  Highest-count cells in the layout ignoring fill and taps    sky130_fd_sc_hd__clkdlybuf4s50_1 (288), sky130_fd_sc_hd__a22oi_1 (53), sky130_fd_sc_hd__nand2b_1 (32)
  Layout Cell Area excl Fill    5151 um^2
  Layout-stage area growth over the synthesis result    129.5%

Yosys
  Complex Gates by Area    49.94%
  Post-synthesis mux area share    19.73%
  Netlist area before placement    2245 um^2
  Sequential cell area fraction in the yosys report    0%
  Top area contributor share    17.73%
  Synthesized area divided by synthesized cell count    7.335 um^2
  Synth Warn #    1
  Largest family of logic cells by area    AND-OR/OR-AND gates
  Parity-gate share of the synthesized area counting xor and xnor cells    0%
  Area fraction in full adders, half adders and majority gates    0%
  Largest area contributor in the netlist    sky130_fd_sc_hd__a22oi_1
  Cell Type Count    29
  Yosys cell count    306
  Cell types with the largest area share after synthesis    sky130_fd_sc_hd__a22oi_1 (18%), sky130_fd_sc_hd__mux2_2 (14%), sky130_fd_sc_hd__a21bo_2 (11%), sky130_fd_sc_hd__nand2b_1 (8.9%), sky130_fd_sc_hd__o211ai_1 (8.4%)
  Yosys chip area    roughly 2200 um^2
  Area share of and/or/nand/nor cells after synthesis    19.57%
  Number of standard cells after synthesis    306

Placed design
  Port buffer count    291
  Routability congestion estimate from global placement    around 0.86
  Placed Cells    ~710
  Post-placement setup slack    1.999 ns
  Post-detail-place hpwl    around 12000 um
  Placed Area    about 5000 um^2

Run status
  Outcome    completed

Min path
  Hold/Removal Path Class    input pin to output pin

Global route
  Initial antenna violation count    0
  Pin count of the biggest net entering global routing    68
  Overall track demand over capacity in global routing    15.73%
  Wire length of the first global-routing pass    20980 um
  Vias in the first global route    about 3700
  GRT overflow    0

Clock network
  Post-cts hold-fix buffer tally    0
  Post-cts sizing count    0
  Post-CTS setup repair buffer count    0
-- cells in the mapped netlist, drive strengths merged --
cell,n
o211ai,25
a21bo,25
nand2,11
buf,33
inv,3
nand2b,32
or3,1
a211o,1
clkbuf,6
o32a,3
o2bb2ai,3
mux4,3
nor3b,1
and3b,2
a31oi,27
a221oi,3
and4b,2
a22oi,53
mux2i,6
nor2,30
mux2,28
a21oi,2
o21ai,3
nand4b,3
-- metal layers --
layer	vias to the layer above	part of all wire (%)	GRT usage [%]
li1	1721	-	-
met3	12	11	5.432
met1	1513	38	17.95
met2	193	49	28.33
met4	0	1.5	2.050
met5	-	0	0
-- worst paths after layout --
path | to | slack, ns | startpoint | depth (start not counted)
worst max-delay path | out[15] | 2.02 | sel[2] | 7
worst min-delay path | out[28] | 3.95 | sel[0] | 4
-- cell type report --
cell class / count / area (um^2) / share of cell area, %
Inverter: 3 / 11.26 / 0.2186
Multi-Input combinational cell: 264 / 2011 / 39.03
Tap cell: 147 / 183.9 / 3.571
Timing Repair Buffer: 297 / 2945 / 57.18
-- worst min-delay path, cell delays in order --
cell and delay [ns]:
sky130_fd_sc_hd__buf_2 0.24, sky130_fd_sc_hd__o211ai_1 0.14, sky130_fd_sc_hd__a31oi_1 0.09, sky130_fd_sc_hd__clkdlybuf4s50_1 0.40
-- power groups by stage --
stage	registers (mW)	clock network, mW	logic, mW
after CTS	0	0	0.283
after global routing	0	0	0.304
final	0	0	0.279
-- kinds of logic (layout without fill, tap and decap cells) --
| logic type | after synthesis | count (layout) |
|---|---|---|
| buf+inv | 42 | 300 |
| compound gates | 145 | 145 |
| simple gates | 82 | 82 |
| mux | 37 | 37 |
No activity file was given, so power comes from the tool's default toggle rates.
